==> flow/run.sh <==
#!/bin/bash
# OpenROAD 26Q1-2900-gdf79404cd8, Yosys 0.63+post, stock flow scripts
make -C /OpenROAD-flow-scripts/flow DESIGN_CONFIG=/design/flow/config.mk WORK_HOME=/design/flow/orfs finish
==> flow/config.mk <==
export PLATFORM = sky130hd
export DESIGN_NAME = pic_buffer
export DESIGN_NICKNAME = pic_buffer
export VERILOG_FILES = /design/flow/design.v
export SDC_FILE = /design/flow/constraint.sdc
export NUM_CORES = 4
export LEC_CHECK = 1
export CORE_UTILIZATION = 30
==> flow/constraint.sdc <==
current_design pic_buffer

set clk_period 3.1
set clk_io_pct 0.2

create_clock -name clk0 -period $clk_period [get_ports {clk}]

set non_clock_inputs [all_inputs -no_clocks]
set_input_delay [expr $clk_period * $clk_io_pct] -clock clk0 $non_clock_inputs
set_output_delay [expr $clk_period * $clk_io_pct] -clock clk0 [all_outputs]
==> flow/design.v <==
`timescale 1ns/1ps
module pic_buffer #(
    parameter DSIZE = 8,
    parameter IMAGE_WIDTH = 256,
    parameter IMAGE_LENGTH= 256,
    parameter BUFFER_SIZE = IMAGE_WIDTH*2+3
) (
	input               clk, 
    input               rst_n,
    input               frame_start,
    input               shift,
    output reg          active_output_frame,
	input  [DSIZE-1:0]  sr_in,
    output              sr_pixel_valid,
    output [DSIZE-1:0]  sr_pixel_0, sr_pixel_1, sr_pixel_2,
    output [DSIZE-1:0]  sr_pixel_3, sr_pixel_4, sr_pixel_5,
    output [DSIZE-1:0]  sr_pixel_6, sr_pixel_7, sr_pixel_8,
	output [DSIZE-1:0] sr_out
);
localparam IMAGE_SIZE       = IMAGE_WIDTH*IMAGE_LENGTH;
localparam ISIZE            = $clog2(IMAGE_SIZE+1);
localparam BUFFER_OFFSET    = BUFFER_SIZE-1;
localparam WIDTH_OFFSET     = IMAGE_WIDTH;
localparam WSIZE            = $clog2(WIDTH_OFFSET+1);
localparam CSIZE            = $clog2(BUFFER_OFFSET);
reg [DSIZE-1:0] sr [BUFFER_SIZE-1:0];
reg 			sr_valid;
reg active_frame;
reg [ISIZE-1:0] image_counter;
reg [WSIZE-1:0] column_counter;
always @(posedge clk, negedge rst_n) begin
    if (!rst_n) begin
        image_counter   <=  'd0;
        column_counter  <=  'd0;
        active_frame    <= 1'b0;
        sr_valid        <= 1'b0;
        active_output_frame <= 1'b0;
    end else if (frame_start) begin
        image_counter   <=  'd0;
        column_counter  <=  'd0;
        active_frame    <= 1'b1;
        sr_valid        <= 1'b0;
        active_output_frame <= 1'b0;
    end else if ((active_frame && shift) && (image_counter <  BUFFER_OFFSET)) begin
        image_counter <= image_counter + 'd1;
        active_frame  <= 1'b1;
        sr_valid <= 1'b0;
        active_output_frame <= 1'b0;
        if ( column_counter == WIDTH_OFFSET) begin
            column_counter <= 'd1;
        end else begin
            column_counter<= column_counter+ 1;
        end
    end else if ((active_frame && shift) && (image_counter >= BUFFER_OFFSET) && (image_counter != IMAGE_SIZE)) begin
        active_output_frame <= 1'b1;
        image_counter <= image_counter + 1;
        if ( column_counter == WIDTH_OFFSET) begin
            column_counter <= 'd1;
        end else begin
            column_counter <= column_counter+ 1;
        end
        if ( column_counter == WIDTH_OFFSET || column_counter == 'd1) begin
            sr_valid <= 1'b0;
        end else begin
            sr_valid <= 1'b1;
        end
    end else if ((active_frame && shift) && (image_counter == IMAGE_SIZE)) begin
        active_output_frame <= 1'b0;
        image_counter <=  'd0;
        sr_valid <= 1'b0;
        active_frame <= 1'b0;
    end
end
integer n;
always @ (posedge clk)
    begin
        for (n = BUFFER_SIZE-1; n>0; n = n-1) begin
            sr[n] <= sr[n-1];
        end
        if (shift == 1'b1) begin
            sr[0] <= sr_in;
        end else begin
            sr[0] <= 'd0;
        end
    end
assign sr_pixel_valid = sr_valid;
assign sr_pixel_0 = sr[IMAGE_WIDTH * 2 + 2];
assign sr_pixel_1 = sr[IMAGE_WIDTH * 2 + 1];
assign sr_pixel_2 = sr[IMAGE_WIDTH * 2 + 0];
assign sr_pixel_3 = sr[IMAGE_WIDTH * 1 + 2];
assign sr_pixel_4 = sr[IMAGE_WIDTH * 1 + 1];
assign sr_pixel_5 = sr[IMAGE_WIDTH * 1 + 0];
assign sr_pixel_6 = sr[IMAGE_WIDTH * 0 + 2];
assign sr_pixel_7 = sr[IMAGE_WIDTH * 0 + 1];
assign sr_pixel_8 = sr[IMAGE_WIDTH * 0 + 0];
assign sr_out     = sr[BUFFER_SIZE-1]; 
endmodule
==> results.txt <==
Implementation results are summarized by area below.

Detailed routing
The violation count after the first detailed-routing iteration is 1118. The detail route stage leaves a number of antenna-violating nets equal to 0. The via count of the routed design is 28200. The detailed-route wire length per cell is 8.84 microns.

The first-pass iteration count of the detailed router is 4. After detailed routing, the total wire length is 77800 microns. Dividing the detail-routed via count by the number of cells gives 3.20.

The DRC violation total left in the routed layout is recorded as 0.

Final timing
The measured slew at the worst slew-check pin is 719 ps. The post-layout period usage of the worst path is 81.6%. The least setup slack across all paths after layout is 571 ps. The highest attainable clock frequency is 0.395 GHz. The worst slew margin relative to its limit is 51.6%. In the final timing run, aggregate negative setup slack is 0 ps. The final timing report lists clock skew as 45.7 ps. Setup repair after global routing left no endpoint under its margin. The final hold violation count recorded for this run is 0. The max-slew violation count is 0.

The post-route minimum period is 2530 ps. Setup violations remaining at the end of the flow were counted as 0.

Flow run
In this run the maximum-capacitance check reported violations numbering 0. Across all stage logs, warnings added up to 29.

GRT
The number of global-route vias before repair is 28700. The pin count of the biggest net entering global routing is 30. The first-pass GRT wire length is 139000 microns. The all-layer global routing usage is 5.87%. The number of antenna violations at the first check in global routing is 0. The residual overflow from global routing is 0.

Synth
The synth_stat.txt file lists the number of cells as 4307. In this run, synthesis inferred 0 flip-flops with an integrated enable. Looking at the cell usage after synthesis, the top flip-flop cell is dfxtp_1. The combined area of all synthesized cells is 0.0842 sq mm. The synthesis area per yosys is 0.0842 sq mm. The instance count of the mapped netlist is 4307. The synthesis report lists the Yosys warning total as 2. The post-synthesis cell type count is 41. The sequential area share after synthesis is 98.8%. Averaged over all synthesized cells, the footprint is 19.5 sq um. The fraction of registers with async set/reset is 0.699%. The synthesized flop and latch total is 4149.

Floorplanning
The number of I/O pins is 94. The die width is 532 microns. The chip occupies 0.283 sq mm. In the floorplan report the effective utilization is 30.2%.

The vertical die dimension is 532 microns. The region available for standard cell placement spans 0.279 sq mm. The standard-cell row count is 194.

Pwr
Looking at the power breakdown, the clock network takes 46.7% of the total. The peak ir drop on the vdd network is 0.541 mV. The switching part of the total is 19.0%. The internal power of the cells totals 81.7 mW. The sequential fraction of design power is 53.2%. Dividing total power by cell area gives a power density of 979 mW/mm^2.

Summing internal, switching and leakage power gives 101 mW. The share of power burned in combinational logic is 0.1%. The reported leakage power is 40.8 nW. The power spent charging and discharging nets is 19.1 mW.

Outcome
The flow ran to the end, and the final reports show no timing, DRC or antenna violations.

Clock network
Per the post-CTS timing run, clock transition at the registers of the reported paths is 60 ps. CTS added clock buffers totalling 378. The report lists the number of cells resized after CTS as 0. Counting every sink on the clock net gives 4149. Buffers added to address setup during post-CTS repair amount to 0. The deepest clock path buffer count is 4.

TritonCTS built the clock tree. The root buffer cell is clkbuf_16. For the worst-skew pair, the clock arrives at the later sink with an insertion delay of 860 ps. Per the CTS log, the maximum H-tree level is 5. The number of hold buffers added after cts is 0.

Critical path
STA lists the startpoint of the worst register-to-register path as image_counter[6]. The report shows a maximum critical-path fanout of 3. The timing report gives the biggest stage delay along the critical path as 560 ps. The worst setup path is captured at a primary output. The timing report attributes the biggest portion of critical-path delay to buffers and inverters.

The critical path endpoint has a required time of 2480 ps. The timing report shows that the slowest cell on the worst path is clkdlybuf4s50_1. The setup slack of the most critical reg-to-reg path is 1120 ps. Traced cell by cell, the critical path runs through clkdlybuf4s50_1. The critical path starts at sr[256][6]. The worst setup path is launched from a flop.

The worst setup path is of the flop to primary output kind. The buffers plus inverters on the worst setup path is 1. At the worst endpoint, the arrival time is 1910 ps.

Cells and area
The post-route netlist has 12.2% of its cells at a drive strength greater than 1. After routing the design area is 0.103 sq mm. For this run, the share of the core covered by cells in the final layout is 36.9%.

The relative area change from synthesis to final layout is 22.4%.

Placement
Once placement finished, the instance area stood at 0.0897 sq mm. The congestion estimate from routability-driven global placement came to 0.715. Setup slack on the worst path after placement came out at 593 ps.

The number of port buffers is 93. The detailed placer's ending HPWL is 28100 microns.

Hold path
The worst hold path belongs to the class input port to async pin.
[power by group through the flow]
stage / clock network (mW) / logic, mW / registers (mW)
after CTS: 48.7 / 0.0949 / 53.7
after global routing: 51.2 / 0.105 / 53.6
final: 47.1 / 0.0946 / 53.7
[metrics by stage]
step	hold WS (ps)	cells
after detailed placement	312	8116
after global routing	112	8808
after floorplan	310	4307
after global placement	311	8116
final	127	8809
after CTS	33.4	8808
[registers in the layout (all words and copies together), names as in the netlist]
signal,count
sr,4120
image_counter,17
column_counter,9
active_frame,1
active_output_frame,1
sr_valid,1
[synth_stat cells (all sizes together), types with 3 or more instances]
| cell type | number | area, sq um |
|---|---|---|
| buf | 11 | 81.3 |
| nand2 | 13 | 48.8 |
| o21ai | 3 | 15.0 |
| nor3 | 6 | 30.0 |
| a21o | 3 | 23.8 |
| ha | 5 | 62.6 |
| mux2 | 3 | 33.8 |
| nor2 | 25 | 93.8 |
| nand4 | 8 | 50.1 |
| and2 | 9 | 56.3 |
| inv | 8 | 30.0 |
| nor4 | 8 | 50.1 |
| a21oi | 7 | 35.0 |
| o21a | 3 | 22.5 |
| dfxtp | 4120 | 82500 |
| dfrtp | 29 | 726 |
| xor2 | 7 | 61.3 |
| nand3 | 9 | 45.0 |
| xnor2 | 8 | 70.1 |
[kinds of logic (layout without fill, tap and decap cells)]
group	Yosys count	count (layout)	synth area share, %
other	0	1	0
AND/OR/NAND/NOR	90	90	0.553
XOR/XNOR	15	15	0.156
flip-flops	4149	4149	98.8
adder cells (fa/ha/maj)	5	5	0.0743
buffers and inverters	21	798	0.141
multiplexers	4	4	0.0520
AND-OR/OR-AND	23	23	0.184
[layer usage]
metal  routed length, microns  GRT usage (%)  part of all wire (%)  vias to the layer above
met5                        0              0                     0                        -
met4                     3330           2.57                   4.3                        0
met3                     5600           2.11                   7.2                      282
met2                    26100           6.71                    34                      531
met1                    42800           9.94                    55                    13100
li1                         -              -                     -                    14400
[path summary, 6_finish.rpt]
| check | cells after the start | to |
|---|---|---|
| max | 1 | sr_pixel_5[6] |
| min | 2 | active_output_frame |
| max reg2reg | 6 | column_counter[1] |
| min reg2reg | 0 | sr[391][7] |
| max in group asynchronous | 2 | image_counter[14] |
| min in group clk0 | 0 | sr[391][7] |
[cells in the final DEF, fill, tap and decap left out, types with 3 or more instances in the layout]
cell type,n
inv_1,8
inv_6,5
inv_16,5
clkbuf_8,87
dfxtp_1,4120
dfrtp_1,29
clkbuf_16,381
a21oi_1,7
bufinv_16,36
clkinvlp_4,11
clkinv_8,3
nand3_1,9
and2_1,9
o21a_1,3
buf_4,5
clkinv_16,18
ha_1,5
nor2_1,25
nand4_1,8
clkbuf_1,82
nor3_1,6
clkinv_2,57
nor4_1,8
nand2_1,13
clkdlybuf4s50_1,93
clkinv_4,4
xor2_1,7
xnor2_1,8
[cell type report]
type | instances | area, sq um
Clock inverter | 142 | 2250
Tap cell | 3724 | 4660
Clock buffer | 550 | 11000
Timing Repair Buffer | 98 | 968
Fill cell | 25100 | 176000
Sequential cell | 4149 | 83200
Inverter | 8 | 30.0
Antenna cell | 1 | 2.50
Multi-Input combinational cell | 137 | 858
No activity file was given, so power comes from the tool's default toggle rates.
