`design/flow/config.mk`:
```
export PLATFORM = sky130hd
export DESIGN_NAME = pic_buffer_v2
export DESIGN_NICKNAME = pic_buffer_v2
export VERILOG_FILES = /design/flow/design.v
export SDC_FILE = /design/flow/constraint.sdc
export NUM_CORES = 4
export LEC_CHECK = 1
export CORE_UTILIZATION = 50
```
`design/flow/constraint.sdc`:
```
current_design pic_buffer_v2

set clk_period 5.7
set clk_io_pct 0.2

create_clock -name clk0 -period $clk_period [get_ports {clk}]

set non_clock_inputs [all_inputs -no_clocks]
set_input_delay [expr $clk_period * $clk_io_pct] -clock clk0 $non_clock_inputs
set_output_delay [expr $clk_period * $clk_io_pct] -clock clk0 [all_outputs]
```
`design/flow/design.v`:
```
`timescale 1ns/1ps
module pic_buffer_v2 #(
    parameter DSIZE = 8,
    parameter IMAGE_WIDTH = 256,
    parameter IMAGE_LENGTH= 256,
    parameter BUFFER_SIZE = IMAGE_WIDTH*2+3
) (
	input               clk, 
    input               rst_n,
    input               frame_start,
    input               shift,
	input  [DSIZE-1:0]  sr_in,
    output rng_flag,
    output              sr_pixel_valid,
    output [DSIZE-1:0]  sr_pixel_0, sr_pixel_1, sr_pixel_2,
    output [DSIZE-1:0]  sr_pixel_3, sr_pixel_4, sr_pixel_5,
    output [DSIZE-1:0]  sr_pixel_6, sr_pixel_7, sr_pixel_8 
);
localparam IMAGE_SIZE           = IMAGE_WIDTH*IMAGE_LENGTH;
localparam ISIZE                = $clog2(IMAGE_SIZE+1);
localparam STARTING_OFFSET      = IMAGE_WIDTH+1;
localparam BUFFER_TOP_OFFSET    = IMAGE_WIDTH+2-1;
localparam BUFFER_BOT_OFFSET    = IMAGE_SIZE-IMAGE_WIDTH-1;
localparam WSIZE                = $clog2(IMAGE_WIDTH+1);
localparam CSIZE                = $clog2(STARTING_OFFSET);
localparam TOP_LIMIT = 2*IMAGE_WIDTH-1;
localparam BOT_LIMIT = IMAGE_SIZE-IMAGE_WIDTH-1;
reg [DSIZE-1:0] sr [BUFFER_SIZE-1:0];
reg 			sr_valid;
reg [ISIZE-1:0] image_counter;
reg [WSIZE-1:0] column_counter;
reg [CSIZE-1:0] offset_counter;
wire bottom_shift;
wire init_tag,t_tag,rm_tag,b_tag,r_tag,cm_tag,l_tag;
reg activate_rng;
assign rng_flag = activate_rng;
always @(posedge clk, negedge rst_n) begin
    if (!rst_n) begin
        activate_rng    <= 1'b0;
    end else begin
        if (offset_counter == IMAGE_WIDTH || offset_counter == IMAGE_WIDTH + 1) begin
            activate_rng <= 1'b1;
        end else if (!shift) begin
            activate_rng <= 1'b0;
        end
    end
end
always @(posedge clk, negedge rst_n) begin
    if (!rst_n) begin
        image_counter   <=  'd0;
        column_counter  <=  'd0;
        offset_counter <='d0;
        sr_valid        <= 1'b0;
    end else if (frame_start) begin
        image_counter       <=  'd0;
        offset_counter      <=  'd0;
        column_counter      <=  'd0;
        sr_valid            <= 1'b0;
    end else if ((shift) && (offset_counter <  STARTING_OFFSET)) begin
        sr_valid            <= 1'b0;
        image_counter       <=  'd0;
        column_counter      <=  'd0;
        if (offset_counter == STARTING_OFFSET-1) begin
            offset_counter  <= STARTING_OFFSET;
        end else begin
            offset_counter  <= offset_counter + 'd1;
        end
    end else if (((shift || bottom_shift) && init_tag) && (image_counter != IMAGE_SIZE)) begin
        sr_valid <= 1'b1;
        image_counter <= image_counter + 1;
        if ( column_counter == IMAGE_WIDTH) begin
            column_counter <= 'd1;
        end else begin
            column_counter <= column_counter+ 1;
        end
    end else if ((image_counter == IMAGE_SIZE)) begin
        sr_valid <= 1'b0;
        image_counter <=  'd0;
    end
end
integer n;
always @ (posedge clk)begin
    for (n = BUFFER_SIZE-1; n>0; n = n-1) begin
        sr[n] <= sr[n-1];
    end
    if (shift == 1'b1) begin
        sr[0] <= sr_in;
    end else begin
        sr[0] <= 'd0;
    end
end
assign sr_pixel_valid = sr_valid;
assign bottom_shift = sr_valid && image_counter >= IMAGE_SIZE - IMAGE_WIDTH - 1 && image_counter  <= IMAGE_SIZE;
assign init_tag = offset_counter == STARTING_OFFSET;
assign l_tag    = sr_valid && column_counter == 'd1;
assign r_tag    = sr_valid && column_counter == IMAGE_WIDTH;
assign t_tag    = sr_valid && image_counter  <= 0+IMAGE_WIDTH;
assign b_tag    = sr_valid && image_counter  >= IMAGE_SIZE - IMAGE_WIDTH + 1 && image_counter  <= IMAGE_SIZE;
assign cm_tag   = sr_valid && !(r_tag || l_tag);
assign rm_tag   = sr_valid && !(t_tag || b_tag);
assign sr_pixel_0 = 
(t_tag)?(   
        (r_tag)?    (sr[IMAGE_WIDTH * 1 + 2]):
        (cm_tag)?   (sr[IMAGE_WIDTH * 1 + 2]):
                    (sr[IMAGE_WIDTH * 1 + 1]) 
):(
(rm_tag)?(
        (r_tag)?    (sr[IMAGE_WIDTH * 2 + 2]):
        (cm_tag)?   (sr[IMAGE_WIDTH * 2 + 2]):
                    (sr[IMAGE_WIDTH * 2 + 1]) 
):(
(b_tag)?(
        (r_tag)?    (sr[IMAGE_WIDTH * 2 + 2]):
        (cm_tag)?   (sr[IMAGE_WIDTH * 2 + 2]):
                    (sr[IMAGE_WIDTH * 2 + 1]) 
):('d0)
));
assign sr_pixel_1 = 
(t_tag)?(   
        (r_tag)?    (sr[IMAGE_WIDTH * 1 + 1]):
        (cm_tag)?   (sr[IMAGE_WIDTH * 1 + 1]):
                    (sr[IMAGE_WIDTH * 1 + 1]) 
):(
(rm_tag)?(
        (r_tag)?    (sr[IMAGE_WIDTH * 2 + 1]):
        (cm_tag)?   (sr[IMAGE_WIDTH * 2 + 1]):
                    (sr[IMAGE_WIDTH * 2 + 1]) 
):(
(b_tag)?(
        (r_tag)?    (sr[IMAGE_WIDTH * 2 + 1]):
        (cm_tag)?   (sr[IMAGE_WIDTH * 2 + 1]):
                    (sr[IMAGE_WIDTH * 2 + 1]) 
):('d0)
));
assign sr_pixel_2 = 
(t_tag)?(   
        (r_tag)?    (sr[IMAGE_WIDTH * 1 + 1]):
        (cm_tag)?   (sr[IMAGE_WIDTH * 1 + 0]):
                    (sr[IMAGE_WIDTH * 1 + 0]) 
):(
(rm_tag)?(
        (r_tag)?    (sr[IMAGE_WIDTH * 2 + 1]):
        (cm_tag)?   (sr[IMAGE_WIDTH * 2 + 0]):
                    (sr[IMAGE_WIDTH * 2 + 0]) 
):(
(b_tag)?(
        (r_tag)?    (sr[IMAGE_WIDTH * 2 + 1]):
        (cm_tag)?   (sr[IMAGE_WIDTH * 2 + 0]):
                    (sr[IMAGE_WIDTH * 2 + 0]) 
):('d0)
));
assign sr_pixel_3 = 
(t_tag)?(   
        (r_tag)?    (sr[IMAGE_WIDTH * 1 + 2]):
        (cm_tag)?   (sr[IMAGE_WIDTH * 1 + 2]):
                    (sr[IMAGE_WIDTH * 1 + 1]) 
):(
(rm_tag)?(
        (r_tag)?    (sr[IMAGE_WIDTH * 1 + 2]):
        (cm_tag)?   (sr[IMAGE_WIDTH * 1 + 2]):
                    (sr[IMAGE_WIDTH * 1 + 1]) 
):(
(b_tag)?(
        (r_tag)?    (sr[IMAGE_WIDTH * 1 + 2]):
        (cm_tag)?   (sr[IMAGE_WIDTH * 1 + 2]):
                    (sr[IMAGE_WIDTH * 1 + 1]) 
):('d0)
));
assign sr_pixel_4 = sr[IMAGE_WIDTH * 1 + 1]; 
assign sr_pixel_5 = 
(t_tag)?(   
        (r_tag)?    (sr[IMAGE_WIDTH * 1 + 1]):
        (cm_tag)?   (sr[IMAGE_WIDTH * 1 + 0]):
                    (sr[IMAGE_WIDTH * 1 + 0]) 
):(
(rm_tag)?(
        (r_tag)?    (sr[IMAGE_WIDTH * 1 + 1]):
        (cm_tag)?   (sr[IMAGE_WIDTH * 1 + 0]):
                    (sr[IMAGE_WIDTH * 1 + 0]) 
):(
(b_tag)?(
        (r_tag)?    (sr[IMAGE_WIDTH * 1 + 1]):
        (cm_tag)?   (sr[IMAGE_WIDTH * 1 + 0]):
                    (sr[IMAGE_WIDTH * 1 + 0]) 
):('d0)
));
assign sr_pixel_6 = 
(t_tag)?(   
        (r_tag)?    (sr[IMAGE_WIDTH * 0 + 2]):
        (cm_tag)?   (sr[IMAGE_WIDTH * 0 + 2]):
                    (sr[IMAGE_WIDTH * 0 + 1]) 
):(
(rm_tag)?(
        (r_tag)?    (sr[IMAGE_WIDTH * 0 + 2]):
        (cm_tag)?   (sr[IMAGE_WIDTH * 0 + 2]):
                    (sr[IMAGE_WIDTH * 0 + 1]) 
):(
(b_tag)?(
        (r_tag)?    (sr[IMAGE_WIDTH * 1 + 2]):
        (cm_tag)?   (sr[IMAGE_WIDTH * 1 + 2]):
                    (sr[IMAGE_WIDTH * 1 + 1]) 
):('d0)
));
assign sr_pixel_7 = 
(t_tag)?(   
        (r_tag)?    (sr[IMAGE_WIDTH * 0 + 1]):
        (cm_tag)?   (sr[IMAGE_WIDTH * 0 + 1]):
                    (sr[IMAGE_WIDTH * 0 + 1]) 
):(
(rm_tag)?(
        (r_tag)?    (sr[IMAGE_WIDTH * 0 + 1]):
        (cm_tag)?   (sr[IMAGE_WIDTH * 0 + 1]):
                    (sr[IMAGE_WIDTH * 0 + 1]) 
):(
(b_tag)?(
        (r_tag)?    (sr[IMAGE_WIDTH * 1 + 1]):
        (cm_tag)?   (sr[IMAGE_WIDTH * 1 + 1]):
                    (sr[IMAGE_WIDTH * 1 + 1]) 
):('d0)
));
assign sr_pixel_8 = 
(t_tag)?(   
        (r_tag)?    (sr[IMAGE_WIDTH * 0 + 1]):
        (cm_tag)?   (sr[IMAGE_WIDTH * 0 + 0]):
                    (sr[IMAGE_WIDTH * 0 + 0]) 
):(
(rm_tag)?(
        (r_tag)?    (sr[IMAGE_WIDTH * 0 + 1]):
        (cm_tag)?   (sr[IMAGE_WIDTH * 0 + 0]):
                    (sr[IMAGE_WIDTH * 0 + 0]) 
):(
(b_tag)?(
        (r_tag)?    (sr[IMAGE_WIDTH * 1 + 1]):
        (cm_tag)?   (sr[IMAGE_WIDTH * 1 + 0]):
                    (sr[IMAGE_WIDTH * 1 + 0]) 
):('d0)
 ));
endmodule
```
`design/flow/run.sh`:
```
#!/bin/bash
# OpenROAD 26Q1-2900-gdf79404cd8, Yosys 0.63+post, stock flow scripts
make -C /OpenROAD-flow-scripts/flow DESIGN_CONFIG=/design/flow/config.mk WORK_HOME=/design/flow/orfs finish
```
==> reports/qor.csv <==
stage,metric,value,unit
layout,FF+latch area,83400,µm²
setup_path,crit path DAT,4100,ps
final_timing,final tally of hold violations,0,
cts,Clock Latency Late Sink,920,ps
outcome,status,"finished, final reports clean",
die,num rows,152,
routing,TritonRoute pass-1 iters,4,
synthesis,synthesis warning total,2,
grt,global-route wire length before repair,157,mm
grt,initial antenna violation count,6,
placement,GPL Wtd Cong,0.797,
setup_path,Worst Setup Start Kind,flop,
routing,Iter 0 DRT Violations,1187,
cts,Resized Gates After CTS,0,
layout,"commonest non-fill, non-tap cells in the layout","4120 x dfxtp_1, 383 x clkbuf_16, 84 x clkdlybuf4s50_1, 78 x clkbuf_8, 70 x clkbuf_1",
synthesis,"Avg Cell Area, Syn",18.7,µm²
synthesis,Yosys chip area,86200,µm²
layout,MI comb area,2610,µm²
die,die height,417,µm
routing,DRC viols,0,
synthesis,ys cells,4599,
cts,clk sink count,4157,
cts,H-tree levels,5,
final_timing,Final Skew,51.9,ps
power_and_ir_drop,final total power,54200,µW
layout,layout cells sized above 1,0.122,
routing,DR vias/cell,3.95,
final_timing,Final period util,0.920,
synthesis,"EDFF count, synth",0,
synthesis,Top cell area share,0.957,
run,tool warnings,32,
cts,Clock Tree Root,clkbuf_16,
layout,Fillers,12200,
cts,Post-CTS Setup Inserts,0,
synthesis,synthesized area,86200,µm²
grt,vias in the first global route,30100,
final_timing,RSZ-0062 raised after global routing,no,
layout,Area Growth Syn to Fin,18.9,%
synthesis,#FFs+latches synth,4157,
die,floorplan utilization,0.503,
synthesis,asr flop ratio synth,0.00890,
placement,PortBufs,85,
die,Die Area,174000,µm²
synthesis,Cell variety after synth,50,
cts,CTS Buf Count,378,
setup_path,WP data required,4560,ps
synthesis,Mapped Cells,4599,
final_timing,relative slew slack,0.449,
final_timing,fin. max-slew vios,0,
die,core area,171000,µm²
worst_hold_path,Hold Path Class,reg2reg,
final_timing,Fmax,191,MHz
cts,clk slew on worst S/H paths,60,ps
die,# IOs,86,
setup_path,Critical Path End Type,output pin,
routing,Routed Antenna Nets,0,
routing,Routed Wire Length,94.2,mm
setup_path,worst-path maximum fanout,27,
grt,total gr overflow,0,
die,Die W,417,µm
synthesis,Synth area leaders,"dfxtp_1 96%, dfrtp_1 1.1%, mux2i_1 0.38%",
final_timing,total negative slack,0,ps
grt,GRT Total Usage,0.118,
final_timing,Setup-failing EPs final,0,
power_and_ir_drop,static leakage,0.0411,µW
layout,most frequent logic cell in the layout,dfxtp_1,
cts,CTS hold repair buffers,0,
synthesis,main flop type,dfxtp_1,
routing,Routed WL per cell,12.3,µm
grt,largest net degree at the start of global routing,38,
routing,via count,30200,
placement,hpwl dp,42.3,mm
power_and_ir_drop,PwrDens,529,nW/µm²
cts,CTS tree,done,
power_and_ir_drop,worst IR drop on VDD,0.304,mV
final_timing,measured slew at the worst slew-check pin,826,ps
synthesis,largest area contributor in the netlist,dfxtp_1,
synthesis,"Seq share, synth",0.967,
run,max-cap viol count,0,
cts,maximum buffer depth of the clock tree,4,
setup_path,Setup Crit Path Kind,reg2out,
final_timing,Period minus WS final,5240,ps
==> worst max-delay path, cell delays in order, from the launching register on <==
cell             delay [ps]
dfrtp_1                 450
nor4_2                  390
nand4_2                 220
nor4_1                  390
o21a_2                  720
buf_4                   320
mux2i_1                 220
clkdlybuf4s50_1         490
==> metrics by stage <==
step	area (µm²)	util	setup WS, ps	cells	hold slack [ps]
after detailed placement	89900	0.525	1270	6975	312
after global routing	103000	0.598	111	7633	280
final	103000	0.598	459	7635	275
after CTS	103000	0.598	275	7633	275
after floorplan	86200	-	2550	4599	310
after global placement	89900	0.525	1300	6975	310
==> cells by family (layout without fill, tap and decap cells) <==
kind of cell / Yosys count / count (layout) / share of synthesized area
XOR/XNOR: 16 / 16 / 0.00163
AND-OR/OR-AND: 87 / 87 / 0.00623
flip-flops: 4157 / 4157 / 0.967
buffers and inverters: 50 / 774 / 0.00254
adder cells (fa/ha/maj): 9 / 9 / 0.00131
AND/OR/NAND/NOR: 223 / 223 / 0.0139
other: 0 / 2 / 0
multiplexers: 57 / 57 / 0.00697
==> final timing paths <==
| path | start | end | slack [ps] | depth (start not counted) |
|---|---|---|---|---|
| worst max-delay path | image_counter[5] | sr_pixel_8[0] | 460 | 7 |
| worst max register to register | image_counter[0] | column_counter[5] | 2810 | 7 |
| worst min-delay path | sr[302][6] | sr[303][6] | 270 | 0 |
| worst min register to register | sr[302][6] | sr[303][6] | 270 | 0 |
| min in group asynchronous | rst_n | image_counter[5] | 330 | 2 |
| max in group asynchronous | rst_n | image_counter[9] | 4980 | 2 |
==> power breakdown <==
part	total (µW)	internal [µW]	switching (µW)
Combinational	44.9	16.9	28.0
Clock	25000	15100	9830
Sequential	29200	29200	47.7
Total	54200	44300	9900
==> registers in the layout, summed over array words and instances (netlist names) <==
name,count
activate_rng,1
column_counter,9
image_counter,17
offset_counter,9
sr,4120
sr_valid,1
==> cell type report <==
class                      instances  area share
tap                             2310      0.0282
multi-input combinational        392      0.0254
timing repair buffer              95     0.00898
antenna                            2   0.0000488
clock buffer                     531       0.106
clock inverter                   127      0.0168
sequential                      4157       0.813
inverter                          21    0.000769
==> cells in the mapped netlist, types with 2 or more instances <==
master / n
nor3_1: 5
a41oi_1: 2
nor4_1: 7
o211ai_1: 3
o21a_1: 3
buf_4: 2
o31ai_1: 10
dfrtp_1: 37
o21ai_1: 11
or2_2: 2
nor3_2: 2
nand4_1: 8
nand2_1: 59
nor4_2: 10
inv_1: 20
a21oi_1: 10
mux2i_1: 33
mux2_2: 24
nand4b_1: 3
o41ai_1: 2
o21ai_0: 36
o22ai_1: 2
nand3_1: 25
xnor2_1: 16
or3_1: 5
clkbuf_1: 16
and2_1: 9
buf_6: 2
buf_1: 2
dfxtp_1: 4120
or4_1: 2
buf_2: 7
nand2b_1: 14
nor2_1: 56
a31oi_1: 2
ha_1: 9
and3_1: 10
==> routing by layer <==
layer / wire length, µm / vias to the layer above / global-route usage / part of all wire
met2: 34600 / 483 / 0.140 / 0.37
met1: 51100 / 14000 / 0.217 / 0.54
met4: 3850 / 10 / 0.0495 / 0.041
met3: 4710 / 313 / 0.0304 / 0.050
met5: 51 / - / 0 / 0.00054
li1: - / 15300 / - / -
Power and IR drop assume default switching activity.
